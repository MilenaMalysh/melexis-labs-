--- flow/config.mk ---
export PLATFORM = sky130hd
export DESIGN_NAME = vending_machine
export DESIGN_NICKNAME = vending_machine
export VERILOG_FILES = /design/flow/design.v
export SDC_FILE = /design/flow/constraint.sdc
export NUM_CORES = 4
export LEC_CHECK = 1
export CORE_UTILIZATION = 50
export SYNTH_HDL_FRONTEND = slang
--- flow/constraint.sdc ---
current_design vending_machine

set clk_period 8.5
set clk_io_pct 0.2

create_clock -name clk0 -period $clk_period [get_ports {clk}]

set non_clock_inputs [all_inputs -no_clocks]
set_input_delay [expr $clk_period * $clk_io_pct] -clock clk0 $non_clock_inputs
set_output_delay [expr $clk_period * $clk_io_pct] -clock clk0 [all_outputs]
--- flow/design.v ---
`timescale 1ns / 1ps
module vending_machine
(
	clk, reset_n, code_of_product_in, type_of_banknote_in, amount_of_banknote_in, product_purchasing_in, currency_strode_in,
	busy, type_of_banknote_out, changing_out, code_of_product_out, giving_product_out, acknowledgment_money
);
	localparam MAX_PRICE = 200;
	parameter INITIAL = 0, BUSY_SET = 1, TEMP_CURR_WAIT = 2, INPUT_MONEY_CALCULATION = 3 , TEMP_STATE = 4, SUB_CHANGE = 5, SUB_BANK = 6, GIVING_PRODUCT = 7;
	localparam PRODUCTS_QUANTITY = 5;
	parameter reg[10:0] PRODUCTS_PRICES [4 : 0]   = '{5, 7, 200, 2, 235};
	parameter BANKNOTS_QUANTITY_AFTER_RESET = 2;
	localparam DENOMINATION_QUANTITY = 10;
	parameter reg[10:0] DENOMINATIONS [9 : 0]   = '{500, 200, 100, 50, 20, 10, 5, 2, 1, 0}; 
	input clk, reset_n, product_purchasing_in, currency_strode_in;
	input [$clog2(PRODUCTS_QUANTITY)-1: 0] code_of_product_in; 
	input [$clog2(DENOMINATION_QUANTITY-1) : 0] type_of_banknote_in;
	input [8:0]amount_of_banknote_in;
	output reg	busy, changing_out, giving_product_out;
	output reg [$clog2(DENOMINATION_QUANTITY-1) : 0]type_of_banknote_out;
	output reg [$clog2(PRODUCTS_QUANTITY)-1: 0]code_of_product_out; 
	output reg acknowledgment_money;
	reg [2:0]state_out;
	reg [10:0] banknots_quantity [DENOMINATION_QUANTITY-1 : 0];
	reg [8:0] banknote_amount [DENOMINATION_QUANTITY-1 : 0];
	reg [$clog2(PRODUCTS_QUANTITY)-1: 0] selected_product;
	reg [$clog2(MAX_PRICE+500)-1: 0] inserted_money_storage;
	integer i;
	always @ (posedge clk or negedge reset_n) begin
		if (!reset_n)
		begin
			state_out <= INITIAL;
			for (i = 0; i<DENOMINATION_QUANTITY; i= i+1)
						begin
							banknots_quantity[i] <= BANKNOTS_QUANTITY_AFTER_RESET; 
						end
			selected_product <= 0;
			inserted_money_storage <= 0;
			changing_out <=0;
			giving_product_out <=0;
			busy<=0;
			type_of_banknote_out <= 0;
			code_of_product_out <= 0;
			acknowledgment_money<=0;
		end
		else
		begin
			changing_out <=0;
			giving_product_out <=0;
			case (state_out)
				INITIAL:
				begin
					selected_product <= 0;
					inserted_money_storage <= 0;
					changing_out <=0;
					giving_product_out <=0;
					busy<=0;
					acknowledgment_money<=0;
					if (product_purchasing_in)
						state_out <= BUSY_SET;
					else 
						state_out <= INITIAL;
				end
				BUSY_SET: 
				begin
					busy <= 1;
					selected_product <= code_of_product_in;
					state_out <= TEMP_CURR_WAIT;
				end
				TEMP_CURR_WAIT:
				begin
					if (currency_strode_in) 
						state_out <= INPUT_MONEY_CALCULATION;
					else 
						state_out <= TEMP_CURR_WAIT;
				end
				INPUT_MONEY_CALCULATION: 
				begin
				inserted_money_storage <= inserted_money_storage + DENOMINATIONS[type_of_banknote_in] * amount_of_banknote_in;
				banknots_quantity[type_of_banknote_in] <= banknots_quantity[type_of_banknote_in] + amount_of_banknote_in;
					if (inserted_money_storage + DENOMINATIONS[type_of_banknote_in] * amount_of_banknote_in< PRODUCTS_PRICES[selected_product])
						state_out <= TEMP_CURR_WAIT;
					else 
					begin
						state_out <= TEMP_STATE;
						acknowledgment_money<=1;
					end
				end
				TEMP_STATE:
				begin
					if (inserted_money_storage == PRODUCTS_PRICES[selected_product]) 
						state_out <= GIVING_PRODUCT;
					else 
						state_out <= SUB_CHANGE;
				end
				SUB_CHANGE:
				begin
				type_of_banknote_out <= 0;
				for (i = 1; i<DENOMINATION_QUANTITY; i= i+1) 
						begin
							if ((DENOMINATIONS[i]<=(inserted_money_storage - PRODUCTS_PRICES[selected_product]))&&(banknots_quantity[i]>0))
								begin
									inserted_money_storage <= inserted_money_storage - DENOMINATIONS[i];
									type_of_banknote_out <= i;
								end
						end
					state_out <= SUB_BANK;
				end
				SUB_BANK:
				begin
				changing_out<=1;
					if (type_of_banknote_out!=0)
						begin
						banknots_quantity[type_of_banknote_out] <= banknots_quantity[type_of_banknote_out]-1; 
						state_out <= TEMP_STATE;
						end
					else  
						state_out <= GIVING_PRODUCT;
				end
				GIVING_PRODUCT: 
				begin
					giving_product_out <= 1;
					code_of_product_out <= selected_product;
					busy <= 0;
					state_out <= INITIAL;	
				end
			endcase
		end
	end
endmodule
--- flow/run.sh ---
#!/bin/bash
# OpenROAD 26Q1-2900-gdf79404cd8, Yosys 0.63+post, stock flow scripts
make -C /OpenROAD-flow-scripts/flow DESIGN_CONFIG=/design/flow/config.mk WORK_HOME=/design/flow/orfs finish
==> run_results.csv <==
group,metric,value,unit
final_timing,achievable-frequency,133,MHz
placed_design,place.detailed.hpwl,33300,um
routing,antennaDiodeCount,0,
clock_tree,clkSlewWorstSetupHoldPaths,0.08,ns
cells_and_area,final-comb-area,0.00899,mm^2
routing,antenna_violating_nets_post_route,0,
floorplan,row_count,59,
routing,drt_pass1_iterations,7,
floorplan,die.size.y,165,um
final_timing,finalClockPeriodUsage,88.3,%
final_timing,unrepaired_setup_endpoints_after_global_routing,"false",
global_routing,globalRouteMet1Util,51.5,%
global_routing,grt_overflow,0,
final_timing,fin_worst_hold_slack,0.501,ns
final_timing,final_setup_tns,0,ns
yosys,synth-edff-count,0,
yosys,post_synth_inst_count,1531,
final_timing,timing_worst_slew_pin_value,0.915,ns
placed_design,routabilityCongestion,1.03,
clock_tree,cts_tree,"done",
global_routing,initial_antenna_violation_count,0,
final_timing,final.min_clock_period,7.50,ns
yosys,async_flop_share,100,%
global_routing,grt_pass1_vias,12200,
min_path,timing.hold.worst_path_depth,2,
floorplan,initCoreUtil,51.0,%
final_timing,hold_violations,0,
pwr,p_leak,6.15,nW
run,drv.max_cap_violation_count,0,
yosys,synth.top_cells.by_count,"nand2_1, dfrtp_1, o21ai_0, a21oi_1",
clock_tree,htree_levels,4,
clock_tree,ctsRootBufferMaster,"clkbuf_16",
yosys,synth_top_flop_cell,"dfrtp_1",
cells_and_area,area_growth,10.3,%
global_routing,global_routing_met2_resource_utilization,55.8,%
clock_tree,setup_fix_bufs_post_cts,0,
critical_path,cp-end-kind,"register",
final_timing,final_count_of_pins_violating_max_slew,0,
placed_design,portBuffers,31,
critical_path,arrival,7.82,ns
cells_and_area,num-fill-cells,2316,
cells_and_area,final_cell_area,0.0147,mm^2
yosys,synthDistinctLibCells,80,
yosys,yosys-top-cells-area,"dfrtp_1, mux4_2, ha_1, fa_1, nand2_1",
global_routing,grt_util_all_layers,36.4,%
global_routing,grt_pass1_wl,70700,um
clock_tree,post_cts_resized,0,
critical_path,setup.worst_path.start_class,"primary input",
yosys,postSynthSeqShare,26.8,%
routing,route.detailed.drc,0,
critical_path,worst-setup-path-type,"primary input to register",
routing,detail_route.iter0.violations,1044,
critical_path,critPathMaxFanout,16,
yosys,synth.yosys.warnings,0,
clock_tree,cts_num_sinks,142,
routing,drt_wl_total,45500,um
min_path,timing.hold.worst_endpoint,"banknots_quantity[34]$_DFFE_PN1P_",
critical_path,worstPathRequired,8.82,ns
yosys,synth.most_common_cell,"nand2_1",
cells_and_area,layout.area.seq,0.00357,mm^2
pwr,vdd_drop_max,529,uV
global_routing,busiest_layer,"met2",
critical_path,r2r-end,"banknots_quantity[21]$_DFFE_PN0P_",
yosys,top_area_share,24.7,%
cells_and_area,layout-drive-gt1-share,12.9,%
clock_tree,clock.latency.late_pin,0.44,ns
placed_design,post_dp_area,0.0141,mm^2
floorplan,die_width,165,um
yosys,ys_seq_elements,142,
floorplan,boundaryPins,33,
clock_tree,hold_buffers,0,
critical_path,worst_r2r_setup_slack,3.41,ns
run,openroad_warning_count,39,
clock_tree,cts_made_buffers,17,
routing,route.detailed.vias_per_inst,6.62,
final_timing,relSlewSlack,38.8,%
floorplan,dieArea,0.0272,mm^2
critical_path,timing.rr.start,"type_of_banknote_out[0]$_DFFE_PN0P_",
clock_tree,clk_path_buf_depth,2,
floorplan,placeableCoreArea,0.0261,mm^2
routing,routedWlPerCell,24.1,um
final_timing,setup_viol,0,
yosys,netlist.top_cell.by_area,"dfrtp_1",
yosys,syn_avg_cell_area,8.68,um^2
critical_path,reg2reg_depth,14,
routing,num_vias,12500,
min_path,min_path_type,"register to register",
pwr,power-per-cell-area,469,mW/mm^2
min_path,timing.hold.worst.start,"banknots_quantity[34]$_DFFE_PN1P_",
status,outcome,"completed",
critical_path,crit_start,"type_of_banknote_in[3]",
yosys,synthesized_area,0.0133,mm^2
global_routing,grt_start_max_net_pins,57,
final_timing,finClkSkew,0.0252,ns
yosys,ys_chip_area,0.0133,mm^2
yosys,total_cells_reported_by_yosys_after_synthesis,1531,
global_routing,globalRouteMet3Util,8.02,%
==> final cells by class <==
type                            instances  area share, %
Inverter                               85           2.18
Clock inverter                         15           1.27
Clock buffer                           17           2.90
Timing Repair Buffer                   91           5.16
Multi-Input combinational cell       1199           61.3
Sequential cell                       142           24.3
Tap cell                              335           2.86
==> worst max path at each step <==
stage | to | cells past startpoint
CTS | state_out[1]$_DFF_PN0_ | 23
global route | state_out[1]$_DFF_PN0_ | 23
finish | state_out[1]$_DFF_PN0_ | 23
==> registers in the layout, indices dropped and copies added, names as in the netlist <==
register / cells
type_of_banknote_out: 4
banknots_quantity: 110
inserted_money_storage: 10
changing_out: 1
state_out: 8
selected_product: 3
acknowledgment_money: 1
giving_product_out: 1
code_of_product_out: 3
busy: 1
==> per-layer routing <==
metal | share of wire, % | routed length, um
met1 | 41 | 18700
met2 | 46 | 20900
met3 | 7.6 | 3450
met4 | 5.4 | 2470
met5 | 0 | 0
==> cell usage in the layout, fill, tap and decap left out, types with 6 or more instances in the layout <==
cell type	Yosys	layout
a211oi_1	6	6
a21o_1	9	9
a21oi_1	88	88
a221oi_1	24	24
a22o_1	42	42
a22oi_1	52	51
a31oi_1	16	16
and2_1	23	23
and3_1	14	14
buf_4	3	60
clkbuf_16	0	17
clkdlybuf4s50_1	0	29
dfrtp_1	131	130
dfstp_2	11	11
fa_1	39	39
ha_1	70	70
inv_1	80	80
mux2_2	36	36
mux4_2	40	40
nand2_1	197	197
nand2b_1	10	10
nand3_1	46	46
nand4_1	10	10
nor2_1	80	80
nor2b_1	11	11
nor3_1	29	29
nor4_1	24	24
o211ai_1	8	8
o21a_1	13	13
o21ai_0	94	93
o21bai_1	6	6
o221ai_1	14	14
o22ai_1	45	45
o31ai_1	12	12
or2_2	6	6
xnor2_1	52	52
xor2_1	11	11
==> kinds of logic after synthesis <==
kind of cell	Yosys count	share of synthesized area (%)
AND-OR/OR-AND	471	24.0
XOR/XNOR	64	4.27
adder cells (fa/ha/maj)	110	12.5
buffers and inverters	190	5.61
flip-flops	142	26.8
multiplexers	79	10.0
other	1	0.0282
AND/OR/NAND/NOR	474	16.6
==> worst max-delay path, stage by stage <==
cell	delay, ns
clkdlybuf4s50_1	0.61
inv_1	0.47
nand2_1	0.14
o22ai_1	0.41
nand2_1	0.13
fa_1	0.50
inv_1	0.05
fa_1	0.46
ha_1	0.33
fa_1	0.53
inv_1	0.05
fa_1	0.49
inv_1	0.04
ha_1	0.30
a21boi_0	0.27
nor2_1	0.11
ha_1	0.27
a21boi_0	0.12
o21ai_0	0.17
nand2b_1	0.07
a21oi_1	0.13
nand4_1	0.23
a22o_1	0.24
==> power breakdown <==
part / total [W] / internal (W) / switching [W]
Clock: 0.000784 / 0.000401 / 0.000383
Combinational: 0.00495 / 0.00179 / 0.00316
Sequential: 0.00115 / 0.000868 / 0.000280
==> metrics by stage <==
step | instances | util [%] | total power, W | setup slack [ns]
after floorplan | 1531 | - | 0.00442 | 1.34
after detailed placement | 1852 | 53.9 | 0.00598 | 0.556
after CTS | 1884 | 56.3 | 0.00679 | 1.03
after global placement | 1852 | 53.9 | 0.00598 | 0.720
final | 1884 | 56.3 | 0.00688 | 0.997
after global routing | 1884 | 56.3 | 0.00737 | 0.546
No activity file was given, so power comes from the tool's default toggle rates.
