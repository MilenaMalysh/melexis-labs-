--- config.mk ---
export PLATFORM = sky130hd
export DESIGN_NAME = filter
export DESIGN_NICKNAME = filter
export VERILOG_FILES = /design/flow/design.v
export SDC_FILE = /design/flow/constraint.sdc
export NUM_CORES = 4
export LEC_CHECK = 1
export CORE_UTILIZATION = 30
export SYNTH_HDL_FRONTEND = slang
--- run.sh ---
#!/bin/bash
# OpenROAD 26Q1-2900-gdf79404cd8, Yosys 0.63+post, stock flow scripts
make -C /OpenROAD-flow-scripts/flow DESIGN_CONFIG=/design/flow/config.mk WORK_HOME=/design/flow/orfs finish
--- constraint.sdc ---
current_design filter

set clk_period 12.9
set clk_io_pct 0.2

create_clock -name clk0 -period $clk_period [get_ports {clk}]

set non_clock_inputs [all_inputs -no_clocks]
set_input_delay [expr $clk_period * $clk_io_pct] -clock clk0 $non_clock_inputs
set_output_delay [expr $clk_period * $clk_io_pct] -clock clk0 [all_outputs]
--- design.v ---
`timescale 1 ns / 1 ns
module filter
               (
                clk,
                n_reset,
                filter_in,
                filter_out
                );
  input   clk; 
  input   n_reset; 
  input   signed [17:0] filter_in; 
  output reg signed [17:0] filter_out; 
  wire shft_clock; 
  reg [21:0] main_MX;
  wire [21:0] inv_MX;
  wire [24:0] added_result;
  wire signed[24:0] ext_inv_MX;
  wire [19:0] shifted_accumulator;
  wire [17:0] saturated_result;
  reg  signed [17:0] shift_register [0:10];
  reg [3:0] shft_clock_cntr;  
  reg signed [24:0] accumulator;
  integer i; 
	always @(posedge clk, negedge n_reset)
		if (!n_reset) begin
			shft_clock_cntr <= 4'b1110 ; 
		end else begin
			if (shft_clock_cntr == 4'b1110)
				shft_clock_cntr <= 4'b0000;
			else
				shft_clock_cntr <= shft_clock_cntr + 1;
		end
	always @(posedge clk, negedge n_reset)
		begin
		if (!n_reset)
			for(i = 0; i < 11; i = i + 1) 
				shift_register[i] <= 0;
		else
			begin
				if (shft_clock_cntr==4'b1110) begin
					shift_register[0] <= filter_in;
					for(i = 10; i > 0; i = i - 1)
						shift_register[i] <= shift_register[i-1];
				end
			end
		end
	always @ *
		begin
			case (shft_clock_cntr)
				4'b0000: main_MX = shift_register[0];
				4'b0001: main_MX = shift_register[0]<<1 ;
                     		4'b0010: main_MX = shift_register[1]<<3 ;
                     		4'b0011: main_MX = shift_register[2]<<3 ;
                     		4'b0100: main_MX = shift_register[4]<<3 ;
                     		4'b0101: main_MX = shift_register[4]<<1;
                     		4'b0110: main_MX = shift_register[4] ;
                     		4'b0111: main_MX = shift_register[5]<<4 ;
		     		4'b1000: main_MX = shift_register[6]<<3 ;
                     		4'b1001: main_MX = shift_register[6]<<1 ;
                     		4'b1010: main_MX = shift_register[6] ;
                     		4'b1011: main_MX = shift_register[8]<<3 ;
                     		4'b1100: main_MX = shift_register[9]<<3 ;
                     		4'b1101: main_MX = shift_register[10] ;
				default: main_MX = shift_register[10]<<<1;
			endcase
		end
	assign inv_MX = (shft_clock_cntr >= 4'b0100 && shft_clock_cntr <= 4'b1010) ? main_MX:
						(main_MX==22'b1000000000000000000000)?22'b0111111111111111111111:
						~main_MX+1;
	assign ext_inv_MX = $signed(inv_MX); 
	assign added_result = (shft_clock_cntr==4'b0000)? $unsigned(ext_inv_MX) : ($unsigned(accumulator) + $unsigned(ext_inv_MX));
	always @(posedge clk, negedge n_reset)
		begin
		if (!n_reset)
				accumulator <= 0;
		else
			begin
				accumulator <= added_result;
			end
		end
	assign shifted_accumulator = (accumulator + {accumulator[5], {4{~accumulator[5]}}}) >>> 5; 
	assign saturated_result = (shifted_accumulator[19] == 1'b1 & ~(shifted_accumulator[18] & shifted_accumulator[17])) ? 18'b100000000000000000 : (shifted_accumulator[18] == 1'b0 & (shifted_accumulator[18] | shifted_accumulator[17] )) ? 18'b011111111111111111 : shifted_accumulator[17:0]; 
	always @ (posedge clk, negedge n_reset) 
		begin
		if (!n_reset) begin
			filter_out <= 0;
		end
		else begin
		if (shft_clock_cntr==4'b0000)
          filter_out <= saturated_result;
      end
    end  
endmodule   
==> results.ini <==
[outcome]
status=completed

[yosys]
yosysWarnings=0
synth-edff-count=0
top_cell=dfrtp_1
yosys_cells=1276
top_cells_by_count=242 x dfrtp_1, 220 x mux2_2, 70 x nor2_1, 68 x nand2_1
yosys-stat-area_um2=14000
postSynthSeqShare_pct=43.7
syn_area_um2=14000
postSynthCellCount=1276
postSynthRegisterBits=245
synth_area_per_cell_um2=11.0
synth.distinct_cells=84
top_cells_by_area=dfrtp_1 43%, mux2_2 18%, ha_1 2.8%, xor2_1 2.1%, nor2_1 1.9%
async_flop_share_pct=100
largest_area_cell=dfrtp_1
top_area_share_pct=43.1
synth_top_flop_cell=dfrtp_1

[final_timing]
setup_ws_ps=6860
relSlewSlack_pct=38.9
slew_viol_final=0
fmax_mhz=166
finalCritPeriodShare_pct=46.8
tns_ps=0
rsz0062_at_grt=no
hold_violations=0
worstMarginPinSlew_ps=915
finalSetupViolCount=0
period_minus_slack_ps=6040
finClkSkew_ps=34.2

[cts]
post_cts_buffers=0
cts_resized=0
cts_hold_buf=0
htree_levels=1
numCtsBuffers=26
cts_root_buf=clkbuf_16
clock_latency_ps=570
cts.sinks=245
cts_tree=built
clk_pin_slew_ps=60
clockBufferDepth=3

[critical_path]
crit_family=simple AND/OR/NAND/NOR gates
endpoint_kind=flop
timing.rr.end=accumulator[24]
crit_fanout=51
critPathRequiredTime_ps=13300
critical_path.slowest_cell=nor2b_1
cp_num_buf_inv=2
rrSetupSlack_ps=6860
r2r_start=shft_clock_cntr[3]
crit_path_max_incr_delay_ps=800
crit_type=flop to flop
crit_chain=buf_4, buf_4, nor2b_1, a31oi_1, and3_1, nor3_1, nor3_2, a31oi_1, xnor2_1, ha_1, a21oi_1, nand2_1, nand2_1, o21ba_2, a41oi_1, o21bai_1, a2111oi_0, a211oi_1, xnor2_1
reg2reg_depth=19
arrival_ps=6440
start_kind=flop

[routing]
drc_errors=0
antenna_cells=0
num_vias=10400
wl_per_cell_um=19.6
drtPass1Iterations=6
viasPerCell=5.46
drtAntennaViolNets=0
drt_iter0_drc=919
drt_wl_total_um=37200

[final_layout]
n_fill_cell=4480
final_layout_size_suffix_gt1_share_pct=24.4
comb_area_um2=7450
regArea_um2=6140
syn_to_final_growth_pct=12.7

[global_routing]
grt_pass1_vias=9883
antenna_found_initial=0
grt_pass1_wl_um=58600
grt_max_degree=125
grt_usage_pct=16.2
gr-total-overflow=0

[pwr]
p_clk_share_pct=34.2
p_switching_mw=0.675
max-vdd-ir-drop_mv=0.0975
p_comb_share_pct=24.7
p_sw_share_pct=30.0
cellLeakagePower_nw=6.80
power.internal_mw=1.57
pwr-share-seq_pct=41.1
pwr_density_cell_nw_per_um2=142

[floorplanning]
io_pins=38
fp_util_pct=30.7
core.rowCount=78
fp.dieW_um=218
core_um2=45800
die-height_um=218
dieArea_um2=47700

[place]
gp_congestion=0.954
io_buffers=37
post-dp-hpwl_um=26000
pre_cts_ws_ps=6960

[worst_hold_path]
hp-class=flop to flop
worstHoldStart=shift_register[143]
whs_path_depth=1
holdPathEnd=shift_register[125]

[run]
tool_warnings=29
cap_violations=0

power by group through the flow:
stage / Combinational (mW) / Clock (mW) / Sequential (mW)
finish: 0.556 / 0.769 / 0.924
CTS: 0.556 / 0.787 / 0.925
global route: 0.630 / 0.818 / 0.935
metal layers:
layer	part of all wire [%]	GRT usage, %
met2	43	23.0
met3	7.8	3.85
met5	0	0
met4	3.5	4.80
met1	46	24.8
worst reg2reg max path: stages (launching register included):
cell and delay (ps):
dfstp_2 510, buf_4 440, buf_4 560, nor2b_1 820, a31oi_1 160, and3_1 220
nor3_1 520, nor3_2 170, a31oi_1 230, xnor2_1 210, ha_1 330, a21oi_1 240
nand2_1 160, nand2_1 80, o21ba_2 190, a41oi_1 290, o21bai_1 120, a2111oi_0 420
a211oi_1 110, xnor2_1 140
layout by cell type (no fill, tap or decap), types with 9 or more instances in the layout:
| cell type | count |
|---|---|
| nand3_1 | 26 |
| xor2_1 | 34 |
| o21ai_0 | 47 |
| clkbuf_16 | 26 |
| nor2_1 | 70 |
| xnor2_1 | 27 |
| nor3b_1 | 11 |
| inv_1 | 14 |
| nor3_1 | 10 |
| nand2b_1 | 17 |
| clkdlybuf4s50_1 | 36 |
| a32oi_1 | 12 |
| buf_4 | 19 |
| ha_1 | 31 |
| nor2b_1 | 16 |
| and3_1 | 13 |
| o22ai_1 | 11 |
| nand2_1 | 68 |
| a22o_1 | 9 |
| dfrtp_1 | 241 |
| a31oi_1 | 14 |
| mux2i_1 | 16 |
| a211oi_1 | 28 |
| a21oi_1 | 47 |
| mux2_2 | 220 |
| and2_1 | 9 |
| a22oi_1 | 27 |
| a21o_1 | 13 |
cells by family after synthesis:
group / share of synthesized area [%]
XOR/XNOR: 3.81
AND/OR/NAND/NOR: 11.8
adder cells (fa/ha/maj): 2.91
AND-OR/OR-AND: 14.8
multiplexers: 19.6
buffers and inverters: 3.37
flip-flops: 43.7
worst max-delay path by stage:
stage                               from         endpoint  depth (start not counted)
after CTS             shft_clock_cntr[3]  accumulator[24]                         20
after global routing  shft_clock_cntr[1]  accumulator[24]                         20
final                 shft_clock_cntr[3]  accumulator[24]                         19
final cells by class:
class	instances	area share, %
clock buffers	35	4.58
repair buffers	57	3.40
clock inverters	12	0.989
well taps	600	4.75
inverters	17	0.403
multi-input cells	930	47.1
flip-flops and latches	245	38.8
flip-flops by register name, indices dropped and copies added, names as in the netlist:
| name | count |
|---|---|
| filter_out | 18 |
| shift_register | 198 |
| shft_clock_cntr | 4 |
| accumulator | 25 |
stage by stage:
| stage | util, % | power (mW) | instance area [um^2] | hold WS [ps] | cells |
|---|---|---|---|---|---|
| floorplan | - | 1.31 | 14000 | 470 | 1276 |
| global placement | 32.6 | 1.48 | 14900 | 479 | 1849 |
| detailed placement | 32.6 | 1.49 | 14900 | 487 | 1849 |
| CTS | 34.6 | 2.27 | 15800 | 493 | 1896 |
| global route | 34.6 | 2.38 | 15800 | 515 | 1896 |
| finish | 34.6 | 2.25 | 15800 | 485 | 1896 |
Power and IR drop assume default switching activity.
