==> design.v <==
`timescale 1ns/1ps
module nor_2_11(out_data, in_data1, in_data2);
parameter WIDTH = 4;
input [WIDTH-1:0] in_data1, in_data2;
output [WIDTH-1:0] out_data;
genvar i;
generate
for (i=0; i<WIDTH; i=i+1)
	begin: each_bit
		wire or_out;
		or or_o(or_out, in_data1[i], in_data2[i]);
		not(out_data[i], or_out);
	end
endgenerate
endmodule
`timescale 1ns / 1ps
module adder_4bits(out_c, in_c, out_sum, in_a, in_b);
parameter WIDTH = 4;
output out_c; 
output [WIDTH-1 : 0] out_sum;
input in_c; 
input [WIDTH-1 : 0] in_a, in_b;
wire [WIDTH-2 : 0] outs;
genvar i;
generate for (i = 0; i< WIDTH; i=i+1) 
	begin : ADDER_4BITS
	if (i==0) 
		begin
      full_adder lower_bit(.out_c(outs[0]),
									.in_c(in_c),
									.out_sum(out_sum[0]),
									.in_a(in_a[0]),
									.in_b(in_b[0]));
		end 
	else if (i == WIDTH-1) 
		begin
      full_adder older_bit(.out_c(out_c),
									.in_c(outs[i-1]),
									.out_sum(out_sum[WIDTH-1]),
									.in_a(in_a[WIDTH-1]),
									.in_b(in_b[WIDTH-1]));
		end
	else  
		begin
      full_adder other_bits(.out_c(outs[i]),
									.in_c(outs[i-1]),
									.out_sum(out_sum[i]),
									.in_a(in_a[i]),
									.in_b(in_b[i]));
		end
	end
	endgenerate
endmodule 
`timescale 1ns/1ps
module alu_2_13(control, in_data1, in_data2, out_data);
parameter WIDTH =4;
input [2:0] control;
input [WIDTH-1:0] in_data1, in_data2;
output [2*WIDTH-1:0] out_data;
wire [WIDTH-1:0] arr_res [4:0];
wire [2*WIDTH-1:0] mult_res;
adder_4bits #(.WIDTH(WIDTH)) adder(.out_c(),
					.in_c(0), 
					.out_sum(arr_res[0]), 
					.in_a(in_data1), 
					.in_b(in_data2));
subtractor_4bits #(.WIDTH(WIDTH)) subtractor(.out_borrow(),
						.in_borrow(0), 
						.out_sub(arr_res[1]), 
						.in_a(in_data1), 
						.in_b(in_data2));
multiplier_2_5 #(.WIDTH(WIDTH)) multiplier(.out_c(mult_res),
						.in_a(in_data1), 
						.in_b(in_data2));
nor_2_11 #(.WIDTH(WIDTH)) nor_ins (.out_data(arr_res[3]),
					.in_data1(in_data1), 
					.in_data2(in_data2));
nand_2_9 #(.WIDTH(WIDTH)) nand_ins (.out_data(arr_res[4]),
					.in_data1(in_data1), 
					.in_data2(in_data2));
multiplexor_2_7 #(.WIDTH(WIDTH)) mx_inst(.control(control),
						.in_data(arr_res), 
						.out_data(out_data));
assign arr_res[2] = mult_res[WIDTH:0];
assign out_data[WIDTH+:WIDTH] = (control==2)?mult_res[WIDTH+:WIDTH]:0; 
endmodule
`timescale 1ns / 1ps
module full_subtractor(out_borrow, in_borrow, out_sub, in_a, in_b);
output out_borrow, out_sub;
input in_borrow, in_a, in_b;
wire sub, c_out1, c_out2;
	half_subtractor l1(.out_borrow(borrow_out1),
					  .out_sub(sub),
					  .in_a(in_a),
					  .in_b(in_b)
					  );
	half_subtractor l2(.out_borrow(borrow_out2),
					  .out_sub(out_sub),
					  .in_a(sub),
					  .in_b(in_borrow)
					  );
	or l3 (out_borrow, borrow_out1, borrow_out2);
endmodule
`timescale 1ns / 1ps
module half_subtractor (out_sub, out_borrow, in_a, in_b);
input in_a, in_b;
output out_borrow, out_sub;
xor (out_sub, in_a, in_b);
not(n_in_a, in_a);
and (out_borrow, n_in_a, in_b);
endmodule
`timescale 1ns/1ps
module multiplexor_2_7(control, in_data, out_data);
parameter WIDTH =4;
input [2:0] control;
input [WIDTH-1:0] in_data [4:0];
output [WIDTH-1:0] out_data;
wire [WIDTH-1:0] lev1_mx1, lev1_mx2, lev2_mx1;
param_mx_1b #(.WIDTH(WIDTH)) mx1_1(.out_data(lev1_mx1), 
											.in_data1(in_data[0]),
											.in_data2(in_data[1]),
											.ctrl(control[0]));
param_mx_1b #(.WIDTH(WIDTH)) mx1_2(.out_data(lev1_mx2), 
											.in_data1(in_data[2]),
											.in_data2(in_data[3]),
											.ctrl(control[0]));
param_mx_1b #(.WIDTH(WIDTH)) mx2_1(.out_data(lev2_mx1), 
											.in_data1(lev1_mx1),
											.in_data2(lev1_mx2),
											.ctrl(control[1]));
param_mx_1b #(.WIDTH(WIDTH)) mx3_1(.out_data(out_data), 
											.in_data1(lev2_mx1),
											.in_data2(in_data[4]),
											.ctrl(control[2]));
endmodule
module param_mx_1b(out_data, in_data1, in_data2, ctrl);
parameter WIDTH = 4;
input [(WIDTH-1):0] in_data1, in_data2;
input ctrl;
output [(WIDTH-1):0] out_data;
wire n_ctrl;
wire [(WIDTH-1):0] and_1, and_2;
not not_ctrl(n_ctrl, ctrl);
andv #(.WIDTH(WIDTH)) and1(.and_out(and_1), 
				.and_in(in_data1), 
				.ctrl(n_ctrl)
				);
andv #(.WIDTH(WIDTH)) and2(.and_out(and_2), 
				.and_in(in_data2), 
				.ctrl(ctrl)
				);
orv #(.WIDTH(WIDTH)) mx (.or_out(out_data),
				.or_in1(and_1),
				.or_in2(and_2)
				);
endmodule
module andv(and_out, and_in, ctrl);
parameter WIDTH = 4;
input [WIDTH-1:0] and_in;
input ctrl;
output [WIDTH-1:0] and_out;
genvar i;
generate
for (i=0; i<WIDTH; i=i+1)
	begin: each_bit
		and a_o(and_out[i], and_in[i], ctrl);
	end
endgenerate
endmodule
module orv(or_out, or_in1, or_in2);
parameter WIDTH = 4;
input [WIDTH-1:0] or_in1, or_in2;
output [WIDTH-1:0] or_out;
genvar i;
generate
for (i=0; i<WIDTH;i=i+1)
	begin: each_bit
		or or_o(or_out[i], or_in1[i], or_in2[i]);
	end
endgenerate
endmodule
`timescale 1ns / 1ps
module multiplier_2_5(out_c, in_a, in_b);
parameter WIDTH = 4;
output [2*WIDTH-1 : 0] out_c;
input [WIDTH-1 : 0] in_a, in_b;
genvar i, j;
generate 
	for (i = 0; i< WIDTH; i=i+1) 
		begin : MULTIPLIERS
		wire [WIDTH-1:0] mult_vectors;
		wire [WIDTH-1:0] part_sum;
		wire [WIDTH-1:0] outs;
		for (j = 0; j< WIDTH; j=j+1)
			begin : MULT_PART
				and (mult_vectors[j],in_b[i],in_a[j]);
			end
		if (i==0) 
			begin
				assign part_sum = MULTIPLIERS[0].mult_vectors;
				assign out_c[0] = MULTIPLIERS[0].mult_vectors[0];
				assign outs[WIDTH-1] = 0;
			end
		else for (j = 0; j<WIDTH; j=j+1)
			begin: SUM_PART
				if (j==0) 
						full_adder add(		.out_c(MULTIPLIERS[i].outs[0]),
									.in_c(0),
									.out_sum(out_c[i]),
									.in_a(MULTIPLIERS[i].mult_vectors[j]),
									.in_b(MULTIPLIERS[i-1].part_sum[j+1]));
				else if (j==WIDTH-1)
						full_adder add(  	.out_c(MULTIPLIERS[i].outs[j]),
									.in_c(MULTIPLIERS[i].outs[j-1]),
									.out_sum(MULTIPLIERS[i].part_sum[j]),
									.in_a(MULTIPLIERS[i].mult_vectors[j]),
									.in_b(MULTIPLIERS[i-1].outs[WIDTH-1]));
				else
						full_adder add(  	.out_c(MULTIPLIERS[i].outs[j]),
									.in_c(MULTIPLIERS[i].outs[j-1]),
									.out_sum(MULTIPLIERS[i].part_sum[j]),
									.in_a(MULTIPLIERS[i].mult_vectors[j]),
									.in_b(MULTIPLIERS[i-1].part_sum[j+1]));
			end
	end
endgenerate
assign out_c[WIDTH+: (WIDTH-1)] = MULTIPLIERS[WIDTH-1].part_sum[1+:(WIDTH-1)];
assign out_c[2*WIDTH-1] = MULTIPLIERS[WIDTH-1].outs[WIDTH-1];
endmodule
`timescale 1ns / 1ps
module subtractor_4bits(out_borrow, in_borrow, out_sub, in_a, in_b);
parameter WIDTH = 4;
output out_borrow; 
output [WIDTH-1 : 0] out_sub;
input in_borrow; 
input [WIDTH-1 : 0] in_a, in_b;
wire [WIDTH-2 : 0] outs;
genvar i;
generate for (i = 0; i< WIDTH; i=i+1) 
	begin : SUBTRACTOR_4BITS
	if (i==0) 
		begin
      full_subtractor lower_bit( .out_borrow(outs[0]),
											.in_borrow(in_borrow),
											.out_sub(out_sub[0]),
											.in_a(in_a[0]),
											.in_b(in_b[0]));
		end 
	else if (i == WIDTH-1) 
		begin
      full_subtractor older_bit( .out_borrow(out_borrow),
											.in_borrow(outs[i-1]),
											.out_sub(out_sub[WIDTH-1]),
											.in_a(in_a[WIDTH-1]),
											.in_b(in_b[WIDTH-1]));
		end
	else  
		begin
      full_subtractor other_bits(.out_borrow(outs[i]),
											.in_borrow(outs[i-1]),
											.out_sub(out_sub[i]),
											.in_a(in_a[i]),
											.in_b(in_b[i]));
		end
	end
	endgenerate
endmodule 
`timescale 1ns/1ps
module nand_2_9(out_data, in_data1, in_data2);
parameter WIDTH = 4;
input [WIDTH-1:0] in_data1, in_data2;
output [WIDTH-1:0] out_data;
genvar i;
generate
for (i=0; i<WIDTH; i=i+1)
	begin: each_bit
		wire and_out;
		and a_o(and_out, in_data1[i], in_data2[i]);
		not(out_data[i], and_out);
	end
endgenerate
endmodule
`timescale 1ns / 1ps
module adder(c_out, c_in, data_out, a_in, b_in);
output c_out; 
output [31 : 0] data_out;
input c_in; 
input [31 : 0] a_in, b_in;
wire [30 : 0] outs;
genvar i;
generate for (i = 0; i< 32; i=i+1) 
	begin : ADDER
	if (i==0) 
		begin
      full_adder lower_bit(.out_c(outs[0]),
									.in_c(c_in),
									.out_sum(data_out[0]),
									.in_a(a_in[0]),
									.in_b(b_in[0]));
		end 
	else if (i == 31) 
		begin
      full_adder older_bit(.out_c(c_out),
									.in_c(outs[i-1]),
									.out_sum(data_out[31]),
									.in_a(a_in[31]),
									.in_b(b_in[31]));
		end
	else  
		begin
      full_adder other_bits(.out_c(outs[i]),
									.in_c(outs[i-1]),
									.out_sum(data_out[i]),
									.in_a(a_in[i]),
									.in_b(b_in[i]));
		end
	end
	endgenerate
endmodule 
module full_adder(out_c, in_c, out_sum, in_a, in_b);
output out_c, out_sum;
input in_c, in_a, in_b;
wire sum, c_out1, c_out2;
	half_adder l1(.out_c(c_out1),
					  .out_sum(sum),
					  .in_a(in_a),
					  .in_b(in_b)
					  );
	half_adder l2(.out_c(c_out2),
					  .out_sum(out_sum),
					  .in_a(sum),
					  .in_b(in_c)
					  );
	or l3 (out_c, c_out1, c_out2);
endmodule
module half_adder (out_sum, out_c, in_a, in_b);
input in_a, in_b;
output out_c, out_sum;
xor (out_sum, in_a, in_b);
and (out_c, in_a, in_b);
endmodule
==> run.sh <==
#!/bin/bash
# OpenROAD 26Q1-2900-gdf79404cd8, Yosys 0.63+post, stock flow scripts
make -C /OpenROAD-flow-scripts/flow DESIGN_CONFIG=/design/flow/config.mk WORK_HOME=/design/flow/orfs finish
==> config.mk <==
export PLATFORM = sky130hd
export DESIGN_NAME = alu_2_13
export DESIGN_NICKNAME = alu_2_13
export VERILOG_FILES = /design/flow/design.v
export SDC_FILE = /design/flow/constraint.sdc
export NUM_CORES = 4
export LEC_CHECK = 1
export CORE_AREA = 10 10 70 70
export DIE_AREA = 0 0 80 80
export SYNTH_HDL_FRONTEND = slang
==> constraint.sdc <==
current_design alu_2_13

set clk_period 2.7
set clk_io_pct 0.2

create_clock -name clk0 -period $clk_period

set non_clock_inputs [all_inputs -no_clocks]
set_input_delay [expr $clk_period * $clk_io_pct] -clock clk0 $non_clock_inputs
set_output_delay [expr $clk_period * $clk_io_pct] -clock clk0 [all_outputs]
==> run notes <==
Run status
* finished with violations — run status
* negative setup slack — violations in the final reports

GRT
* 0 — total global routing overflow
* 2.273% — met3 global-route usage
* 617 — via count of the first global-routing pass
* 4.951% — global-route usage over all layers
* met2 — most used routing layer in global routing
* 2663 um — wire length of the first global-routing pass
* 0 — initial antenna violation count
* 7.544% — M2 GR Usage
* 6.676% — met1 layer usage reported by global route
* 7 — pin count of the biggest net entering global routing

Pwr
* 38.01 uV — Peak supply drop
* 100.0% — portion of total power attributed to combinational logic
* 42.29% — Sw Share
* 0% — share of total power in the clock network
* 0.08393 mW — Internal Pwr Total
* 0% — sequential share of power
* 151.0 nW/um^2 — Cell Pwr Density
* 0.06151 mW — switching pwr
* 0.4718 nW — Static Leakage

Synth
* 4 — yosys synthesis warning count
* sky130_fd_sc_hd__ha_1 — cell taking the most area after synthesis
* 0% — sequential-to-total area share from yosys stat
* 70 — Syn Inst Count
* 564.3 um^2 — area reported by Yosys stat
* 24.39% — area share of the largest cell type after synthesis
* 8.061 um^2 — Mapped Avg Cell Area
* 70 — cell count in the Yosys report
* 17 — number of distinct standard cells referenced by the synthesized netlist
* 564.3 um^2 — synthesized area
* sky130_fd_sc_hd__ha_1, sky130_fd_sc_hd__fa_1, sky130_fd_sc_hd__inv_1 — main area contributors

Run
* 42 — OpenROAD warning count
* 0 — Max Cap Violations

Route
* 0 — Post-DRT Antenna Nets
* 1409 um — wirelength, routed
* 0 — count of inserted antenna diode cells
* 0 — residual DRC count
* 4 — count of routing violations after the opening detailed-route iteration
* 492 — via count
* 3.417 — per-cell via count in the routed design
* 4 — Detailed Routing Iterations Pass 1
* 9.785 um — drt wl/cell

Floorplanning
* 21 — floorplan row count
* 80 um — die height
* 16.52% — floorplan core density
* 3416 um^2 — floorplan core area
* 19 — count of boundary I/O pins
* 80 um — Die X-Extent
* 6400 um^2 — overall die area

Cells and area
* 0 — flip-flops
* 0 — CLK BUF
* 0 um^2 — area of all sequential standard cells
* 144 — post-route insts no fill
* 28.21% — final standard cell utilization of the core
* 362 — tally of filler cells in the layout
* 42.86% — share of layout cells above drive strength 1
* 70.73% — area added between synthesis and finish

STA
* 2 — number of setup violations in the final report
* -446.1 ps — total negative slack
* -237.6 ps — final worst setup slack
* 0.3404 GHz — maximum clock frequency
* 0 — Final Hold Violating Endpoints
* 2938 ps — shortest period the worst path allows
* 0 — total count of max-transition violations in the final report
* 108.8% — post-route clock period utilization
* 1497 ps — final hold slack
* true — unrepaired setup endpoints after global routing

Critical path
* out_data[2] — capturing element of the worst setup path
* output pin — type of element capturing the critical path
* in -> out — Crit Path Category
* 3 — Critical Path Fanout Max
* 470 ps — crit-path max cell delay
* in_data2[1] — Crit. Startpoint
* sky130_fd_sc_hd__mux4_2 — Slowest-stage cell, CP
* input pin — CP Launch Type
* 2400 ps — arrival time reported for the critical path endpoint
* 2160 ps — Worst EP required
* buf_8 -> inv_4 -> nor2_4 -> ha_4 -> inv_2 -> fa_1 -> inv_1 -> ha_1 -> mux4_2 -> nand2_2 -> o21ai_2 -> buf_2 — CP cell instances

Placed design
* 1222 um — sum of net half-perimeters after detailed placement
* 144 — placed cell count
* 0.8365 — placer congestion estimate
* 15 — total of buffers placed on input and output ports

CTS
* 0 — # Post-CTS Setup Buffers
* 0 — Hold-fix buffers, CTS

Min path
* in -> out — class of the worst hold path

[layout make-up]
| type | count | area, um^2 | share of cell area (%) |
|---|---|---|---|
| timing repair buffer | 30 | 279.0 | 28.96 |
| tap | 46 | 57.56 | 5.974 |
| inverter | 20 | 82.58 | 8.571 |
| multi-input combinational | 48 | 544.3 | 56.49 |
[power groups by stage]
| stage | logic, mW | clock network, mW | registers, mW |
|---|---|---|---|
| 4_1_cts | 0.142 | 0 | 0 |
| 5_1_grt | 0.167 | 0 | 0 |
| 6_report | 0.145 | 0 | 0 |
[cells by family after synthesis]
family,count (synthesis),share of synthesized area [%]
XOR/XNOR,5,10.20
adder cells (fa/ha/maj),16,42.13
multiplexers,3,9.756
other,1,0.6646
AND-OR/OR-AND,9,10.42
AND/OR/NAND/NOR,11,7.317
buffers and inverters,25,19.51
[cells in the final DEF (no fill, tap or decap), types with 2 or more instances in the layout]
cell type	instances
sky130_fd_sc_hd__buf_2	3
sky130_fd_sc_hd__mux4_2	2
sky130_fd_sc_hd__inv_1	14
sky130_fd_sc_hd__dlymetal6s2s_1	2
sky130_fd_sc_hd__xnor2_1	4
sky130_fd_sc_hd__fa_1	4
sky130_fd_sc_hd__conb_1	4
sky130_fd_sc_hd__inv_4	3
sky130_fd_sc_hd__nand2_1	6
sky130_fd_sc_hd__buf_8	4
sky130_fd_sc_hd__inv_2	3
sky130_fd_sc_hd__a21oi_1	2
sky130_fd_sc_hd__nor2_4	2
sky130_fd_sc_hd__o211ai_1	2
sky130_fd_sc_hd__ha_4	3
sky130_fd_sc_hd__buf_6	2
sky130_fd_sc_hd__buf_4	13
sky130_fd_sc_hd__ha_1	8
sky130_fd_sc_hd__clkdlybuf4s50_1	5
[Yosys cell counts]
master                     instances
sky130_fd_sc_hd__nor2_1            4
sky130_fd_sc_hd__buf_4             4
sky130_fd_sc_hd__mux4_2            2
sky130_fd_sc_hd__o211ai_1          2
sky130_fd_sc_hd__nand2_1           7
sky130_fd_sc_hd__a221oi_1          1
sky130_fd_sc_hd__xnor3_1           1
sky130_fd_sc_hd__a211oi_1          2
sky130_fd_sc_hd__conb_1            1
sky130_fd_sc_hd__mux2i_1           1
sky130_fd_sc_hd__buf_2             1
sky130_fd_sc_hd__inv_1            20
sky130_fd_sc_hd__o21ai_0           2
sky130_fd_sc_hd__a21oi_1           2
sky130_fd_sc_hd__xnor2_1           4
sky130_fd_sc_hd__fa_1              5
sky130_fd_sc_hd__ha_1             11
[worst min path at each step]
stage                  startpoint           to  slack [ps]  cells after the start
after global routing  in_data1[1]  out_data[1]        1540                      4
final                 in_data1[1]  out_data[1]        1500                      4
after CTS             in_data1[1]  out_data[1]        1500                      4
[through the flow]
step | power (mW) | setup slack (ps) | instance area, um^2
2_1_floorplan | 0.06832 | -33.61 | 575.6
3_3_place_gp | 0.1301 | -1137 | 860.8
3_5_place_dp | 0.1317 | -1149 | 860.8
4_1_cts | 0.1421 | -276.1 | 925.9
5_1_grt | 0.1666 | -342.2 | 963.4
6_report | 0.1454 | -237.6 | 963.4
[critical path, delay by kind of cell]
family                   cells  cell delay (ps)
AND-OR/OR-AND                1               50
adder cells (fa/ha/maj)      3              850
buffers and inverters        5              290
multiplexers                 1              470
AND/OR/NAND/NOR              2              180
[per-layer routing]
layer / routed length (um) / up-vias / share of wire (%)
met1: 647 / 209 / 46
li1: - / 266 / -
met5: 0 / - / 0
met4: 0 / 0 / 0
met2: 602 / 17 / 43
met3: 159 / 0 / 11
[timing repair]
| item | in CTS | in global routing |
|---|---|---|
| pin swaps | 8 | 2 |
| gates resized | 60 | 9 |
| endpoints found under the setup margin | 4 | 4 |
No activity file was given, so power comes from the tool's default toggle rates.
